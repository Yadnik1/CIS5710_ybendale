### run.sh
#!/bin/bash
# OpenROAD 26Q1-2900-gdf79404cd8, Yosys 0.63+post, stock flow scripts
make -C /OpenROAD-flow-scripts/flow DESIGN_CONFIG=/design/flow/config.mk WORK_HOME=/design/flow/orfs finish
### config.mk
export PLATFORM = sky130hd
export DESIGN_NAME = divider_unsigned_pipelined
export DESIGN_NICKNAME = divider_unsigned_pipelined
export VERILOG_FILES = /design/flow/design.v
export SDC_FILE = /design/flow/constraint.sdc
export NUM_CORES = 4
export LEC_CHECK = 1
export CORE_UTILIZATION = 30
### constraint.sdc
current_design divider_unsigned_pipelined

set clk_period 274.4
set clk_io_pct 0.2

create_clock -name clk0 -period $clk_period [get_ports {clk}]

set non_clock_inputs [all_inputs -no_clocks]
set_input_delay [expr $clk_period * $clk_io_pct] -clock clk0 $non_clock_inputs
set_output_delay [expr $clk_period * $clk_io_pct] -clock clk0 [all_outputs]
### design.v
`timescale 1ns / 1ns
module divu_1iter (
    input  wire [31:0] i_dividend,
    input  wire [31:0] i_divisor,
    input  wire [31:0] i_remainder,
    input  wire [31:0] i_quotient,
    output wire [31:0] o_dividend,
    output wire [31:0] o_remainder,
    output wire [31:0] o_quotient
);
    wire [31:0] temp_remainder;
    wire [31:0] temp_remainder1;
    wire [31:0] temp_remainder3;
    wire [31:0] temp_remainder2;
    wire x;
    assign temp_remainder = {i_remainder[30:0], 1'b0};
    assign temp_remainder1 = {31'b0, i_dividend[31]};
    assign temp_remainder2 = temp_remainder1 & {31'b0, 1'b1};
    assign temp_remainder3 = temp_remainder | temp_remainder2;
    assign x = (temp_remainder3 < i_divisor);
    assign o_quotient = (x) ? {i_quotient[30:0], 1'b0} : {i_quotient[30:0], 1'b1}; 
    assign o_remainder = (x) ? temp_remainder3 : (temp_remainder3 - i_divisor);
    assign o_dividend = {i_dividend[30:0], 1'b0};
endmodule
module divider_unsigned_pipelined (
    input wire clk, rst,
    input  wire [31:0] i_dividend,
    input  wire [31:0] i_divisor,
    output wire [31:0] o_remainder,
    output wire [31:0] o_quotient
);
    logic [31:0] remainder [33];
    logic [31:0] quotient [33] ;
    logic [31:0] dividend [33]; 
    logic [31:0] iremainder ;
    logic [31:0] iquotient  ;
    logic [31:0] idividend ;     
    logic [31:0] idivisor;
    assign dividend [0] = i_dividend;
    assign quotient [0] = 32'b0;
    assign remainder [0] = 32'b0;
    genvar i;
    for (i = 0; i < 32; i = i + 1) begin : vedant
        if (i==16) begin : manas
            divu_1iter d1(
            .i_dividend(idividend),
            .i_divisor(idivisor),
            .i_remainder(iremainder),
            .i_quotient(iquotient),
            .o_dividend(dividend[i+1]),
            .o_remainder(remainder[i+1]),
            .o_quotient(quotient[i+1])
            );
        end else begin : chips
            divu_1iter d2(
                .i_dividend(dividend[i]),
                .i_divisor((i<16)?i_divisor: idivisor),
                .i_remainder(remainder[i]),
                .i_quotient(quotient[i]),
                .o_dividend(dividend[i+1]),
                .o_remainder(remainder[i+1]),
                .o_quotient(quotient[i+1])
            );
        end
        if (i==15) begin : design_chips
            always_ff @ (posedge clk) begin
                if(rst) begin : bnm
                idividend <= 32'b0;
                iremainder <= 32'b0;
                iquotient <= 32'b0;
                idivisor <= 32'b0;
                end else begin
                idividend <= dividend[i+1];
                iremainder <= remainder[i+1];
                iquotient <= quotient[i+1];
                idivisor <= i_divisor;
                end
            end
        end
    end
    assign o_remainder = remainder[32];
    assign o_quotient = quotient[32];
endmodule
==> run summary <==
flow finished, numbers: status complete, no violations, GR Util All Layers 0.250, Syn Inst Count 9008, area share, top type 0.201, Slew HR 0.101, setup TNS 0 ns, yosys stat area ~62000 sq um, DRC Markers 0, Detailed Routing Iterations Pass 1 8, fmax 8.62 MHz, Mean Syn Cell Area 6.87 sq um, most frequent cell after synthesis ha_1, die area 208000 sq um, Startpoint Class register, Comb area ~57000 sq um, grt ovf 0, wire length per cell 22.5 um, Die H 456 um, Yosys Instances 9008, total core area 205000 sq um, synth cell count leaders ha_1 (994), nand2_1 (956), a21oi_1 (857), hold_buf cts 0, drt via density 5.91, Post-synth ARST share 0, synthesized area between 60000 and 70000 sq um, period utilization 0.423, global placement routability congestion 1.04, initial antenna violation count 7, Final Util 0.328, fill count approximately 22000, setup bufs post-CTS 0, CTS tree built, critical path arrival 61.12 ns, Crit-path slowest cell nor2_1, CP max stage delay approximately 0.85 ns, vias in the first global route 63500, min Tclk post-route 116.00 ns, Post-CTS Resized 0, gr busiest metal met2, max_cap viols 0, row count 166, H-Tree Depth 3, first-pass GRT wire length between 300000 and 400000 um, share of cells above drive strength 1 0.0536, Top area cell types ha_1 (20%), a21oi_1 (6.9%), xnor2_1 (6.4%), Final ANT Viol Nets 0, IO buf count approximately 130, CTS Sinks approximately 95, hold crit path type input pin to register, critical path data required time 219.52 ns, Hold Fails Final Rpt 0, final hold slack 54.87 ns, clock-pin slew on the worst setup and hold paths around 0.11 ns, Setup CP Type register to output port, RSZ-0062 raised after global routing no, #FFs+latches synth 95, CTS Buf Count 9, DR vias just under 70000, CP most frequent cell inv_1, Tool Warnings 25, met3 Use GR 0.0321, # IOs 130, violation count after the first detailed-route iteration approximately 6200, Cell Type Count between 100 and 150, Die X roughly 460 um, largest net degree at the start of global routing roughly 47, Routed WL 265000 um, FF+latch area 1900 sq um, CP endpoint kind output port, Synth Seq Share 0.0307, Clock Tree Root clkbuf_16, Post-DP HPWL about 210000 um, Area Overhead vs Synth 8.62%, endpoints failing setup 0, Pins Over Slew Limit 0, worst-margin pin slew 1.33 ns, met2 GRT Util 0.405, Warnings, synthesis 7, ys flop type dfxtp_1, EDFF count, synth 0, clock buffer depth 2, Starting Density 0.302, post-synth top area cell ha_1, largest fanout on the critical path 46, met1 usage 0.330
## cell families (layout without fill, tap and decap cells)
| group | after synthesis | count (layout) | share of synthesized area |
|---|---|---|---|
| AOI/OAI and AO/OA | 3401 | 3401 | 0.364 |
| and+or+nand+nor | 2880 | 2880 | 0.215 |
| adders and majority gates | 1025 | 1025 | 0.211 |
| xor gates and xnor gates | 737 | 737 | 0.104 |
| buffers and inverters | 690 | 754 | 0.0430 |
| muxes | 179 | 179 | 0.0317 |
| DFF | 95 | 95 | 0.0307 |
| other | 1 | 16 | 0.0000606 |
## flip-flops by register name, summed over array words and instances, names as in the netlist
signal and cells:
iquotient 16, idividend 16, iremainder 31, idivisor 32
## through the flow
step / worst slack, ns / instances / area, sq um
after floorplan: 173.66 / 9022 / 61900
after global placement: 160.05 / 11800 / 66900
after detailed placement: 159.95 / 11800 / 66900
after CTS: 159.25 / 11800 / 67200
after global routing: 155.07 / 11800 / 67200
final: 158.40 / 11800 / 67200
## worst paths after layout
kind,from,endpoint,slack (ns),depth (start not counted)
min,rst,idivisor[25]$_SDFF_PP0_,54.87,2
max,idivisor[0]$_SDFF_PP0_,o_remainder[25],158.40,198
## area by class of cell
class	count	area share
multi-input cells	8237	0.855
clock inverters	5	0.00101
inverters	447	0.0250
clock buffers	10	0.00341
diodes	1	0.0000372
flip-flops and latches	95	0.0283
repair buffers	292	0.0374
well taps	2688	0.0500
## worst max-delay path: cells and delay by family, from the launching register on
kind,cells,cell delay (ns)
AOI/OAI and AO/OA,98,28.39
and+or+nand+nor,44,12.39
buffers and inverters,36,11.99
adders and majority gates,17,5.80
muxes,3,1.12
DFF,1,0.56
## cell usage in the layout (no fill, tap or decap), drive strengths merged, types with 128 or more instances in the layout
cell type,instances
nand2,958
ha,994
a21oi,859
nand2b,128
nor3,190
inv,444
a21o,430
nand3,176
o21ai,692
mux2,130
nor2b,129
nor2,844
o21a,250
xor2,284
buf,164
clkdlybuf4s50,128
a31oi,145
xnor2,453
## routing by layer
| metal | up-vias | wire length (um) |
|---|---|---|
| met5 | - | 0 |
| met4 | 0 | 14900 |
| met3 | 544 | 18200 |
| met2 | 2782 | 120000 |
| met1 | 32400 | 112000 |
| li1 | 33800 | - |
