<file path="/design/flow/constraint.sdc">
current_design cla

set clk_period 16.5
set clk_io_pct 0.2

create_clock -name clk0 -period $clk_period

set non_clock_inputs [all_inputs -no_clocks]
set_input_delay [expr $clk_period * $clk_io_pct] -clock clk0 $non_clock_inputs
set_output_delay [expr $clk_period * $clk_io_pct] -clock clk0 [all_outputs]
</file>
<file path="/design/flow/run.sh">
#!/bin/bash
# OpenROAD 26Q1-2900-gdf79404cd8, Yosys 0.63+post, stock flow scripts
make -C /OpenROAD-flow-scripts/flow DESIGN_CONFIG=/design/flow/config.mk WORK_HOME=/design/flow/orfs finish
</file>
<file path="/design/flow/config.mk">
export PLATFORM = sky130hd
export DESIGN_NAME = cla
export DESIGN_NICKNAME = cla
export VERILOG_FILES = /design/flow/design.v
export SDC_FILE = /design/flow/constraint.sdc
export NUM_CORES = 4
export LEC_CHECK = 1
export CORE_AREA = 10 10 100 100
export DIE_AREA = 0 0 110 110
</file>
<file path="/design/flow/design.v">
`timescale 1ns / 1ps
module gp1(input wire a, b,
           output wire g, p);
   assign g = a & b;
   assign p = a | b;
endmodule
module gp4(input wire [3:0] gin, pin,
           input wire cin,
           output wire gout, pout,
           output wire [2:0] cout);
   assign gout = (| gin);
   assign pout = (& pin);
   assign cout[0] = (gin[0] | (pin[0] & cin));
   assign cout[1] = (gin[1] | pin[1] & ((gin[0] | (pin[0] & cin))));
   assign cout[2] = (gin[2] | pin[2] & ((gin[1] | pin[1] & ((gin[0] | (pin[0] & cin))))));
endmodule
module gp8(input wire [7:0] gin, pin,
           input wire cin,
           output wire gout, pout,
           output wire [6:0] cout);
   assign gout = (| gin);
   assign pout = (& pin);
   assign cout[0] = (gin[0] | (pin[0] & cin));
   assign cout[1] = (gin[1] | pin[1] & (gin[0] | (pin[0] & cin)));
   assign cout[2] = (gin[2] | pin[2] & (gin[1] | pin[1] & ((gin[0] | (pin[0] & cin)))));
   assign cout[3] = (gin[3] | pin[3] & (gin[2] | pin[2] & ((gin[1] | pin[1] & ((gin[0] | (pin[0] & cin)))))));
   assign cout[4] = (gin[4] | pin[4] & (gin[3] | pin[3] & (gin[2] | pin[2] & ((gin[1] | pin[1] & ((gin[0] | (pin[0] & cin))))))));
   assign cout[5] = (gin[5] | pin[5] & (gin[4] | pin[4] & (gin[3] | pin[3] & (gin[2] | pin[2] & ((gin[1] | pin[1] & ((gin[0] | (pin[0] & cin)))))))));
   assign cout[6] = (gin[6] | pin[6] & (gin[5] | pin[5] & (gin[4] | pin[4] & (gin[3] | pin[3] & (gin[2] | pin[2] & ((gin[1] | pin[1] & ((gin[0] | (pin[0] & cin))))))))));
endmodule
module cla
  (input wire [31:0]  a, b,
   input wire         cin,
   output wire [31:0] sum);
   wire [31:0] g ;
   wire [31:0] p;
   wire [30:0] cout;
   wire [4:0] gout;
   wire [4:0] pout;
   reg [31:0] result;
   genvar i; 
   generate
      for(i = 0; i < 32; i = i +1) begin
         gp1 adder1(.a(a[i]),
               .b(b[i]), 
               .g(g[i]),
               .p(p[i]));
      end 
   endgenerate 
   gp8 inst_1 (.gin(g[7:0]),
            .pin(p[7:0]),
            .cin(cin),
            .gout(gout[0]),
            .pout(pout[0]),
            .cout(cout[6:0]));
   gp8 inst_2 (.gin(g[14:7]),
            .pin(p[14:7]),
            .cin(cout[6]),
            .gout(gout[1]),
            .pout(pout[1]),
            .cout(cout[13:7]));
   gp8 inst_3 (.gin(g[21:14]),
            .pin(p[21:14]),
            .cin(cout[13]),
            .gout(gout[2]),
            .pout(pout[2]),
            .cout(cout[20:14]));
   gp8 inst_4 (.gin(g[28:21]),
            .pin(p[28:21]),
            .cin(cout[20]),
            .gout(gout[3]),
            .pout(pout[3]),
            .cout(cout[27:21]));
   gp4 instgp4_1 (.gin(g[31:28]),
            .pin(p[31:28]),
            .cin(cout[27]),
            .gout(gout[4]),
            .pout(pout[4]),
            .cout(cout[30:28]));
   always @ (a or b) begin
      for(integer x = 0; x < 32; x = x + 1) begin
         if(x == 0) begin 
            result[x] <= a[x] ^ b[x] ^ cin;
         end 
         else begin 
            result[x] <= a[x] ^ b[x] ^ cout[x-1];
         end
      end 
   end   
   assign sum = result;
endmodule
</file>
==> flow_summary.ini <==
; generated from flow reports
[cells_and_area]
layout.cells.non_filler = 235
syn2layout_area_growth_pct = 173
drive_above_1_share_pct = 31.6
ff_count = 0
register_area_um2 = 0
clock_buffers = 0
layout.area.comb_um2 = 721
fillers = 858

[floorplan]
rows = 32
dieArea_um2 = 12100
fp_util_pct = 8.43
die_w_um = 110
die_h_um = 110
ioPinCount = 97
coreArea_um2 = 7810

[worst_setup_path]
critPathMostFrequentCell = fa_2
critPathLaunchType = input pin
cp.required_ns = 13.20
cp_top_family = adder cells
worstPathArrival_ns = 14.48
cpPeakStageDelay_ns = 0.42
worstSetupPathType = input pin to output port
path_max_fanout = 1
critical_path_buf_inv_count = 4
slowest_stage = fa_2
crit_path_end_kind = output port

[final_timing]
slew_viol_final = 0
fmax_ghz = 0.0562
rsz0062_at_grt = true
hold_violations = 0
slew_headroom_pct = 90.0
post-route-period-util_pct = 108
setup_ws_ns = -1.28
final-setup-viol-count = 5
worst_pin_slew_ns = 0.150
fin_crit_ns = 17.78

[power_and_ir_drop]
pwr-share-seq_pct = 0
finalPower_uw = 65.0
powerDensity_nw_per_um2 = 36.2
p_int_uw = 46.4
power_frac_comb_pct = 100.0
irDropWorstVdd_mv = 0.0121
p_sw_uw = 18.6
p_clk_share_pct = 0
swShare_pct = 28.6
leakage_uw = 0.000619

[outcome]
status = finished, violations left
violations = setup timing

[logic_synthesis]
ys_sh_xor_pct = 3.42
synth.top_cell.area_share_pct = 94.3
yosysTopAreaCell = fa_1
top_cell = fa_1
yosys_cells = 36
top_cells_by_area = fa_1, xnor3_1, inv_1
synth_chip_area_um2 = 658
mux_area_share_pct = 0
logic_family = adder cells
synth_area_per_cell_um2 = 18.3
syn_inst = 36
adder_share_pct = 94.3
seq_area_frac_synth_pct = 0
synth_cell_types = 3
simple_gate_area_share_pct = 0
common_cells = fa_1, inv_1, xnor3_1
yosysWarnings = 1
synthAoiAreaFrac_pct = 0
syn-cell-area_um2 = 658

[run]
drv_cap = 0
log.warning_count = 35

[routing]
n_antenna_cell = 0
drt-pass1-iter-count = 2
drt_iter0_markers = 3
num_vias = 734
ant_nets = 0
wirelength_mm = 3.82
viasPerCell = 3.12
drc_errors = 0
wire_per_inst_um = 16.3

[place]
gp_congestion = 0.887
hpwlAfterDp_mm = 3.78
placed_cells = 235
io_buffers = 97

[cts]
cts-hold-fix-buffers = 0

[global_routing]
grt_overflow = 0
track_usage_pct = 6.11
grt_max_degree = 2
grt_antenna_before_repair = 0
grt_pass1_vias = 964
grt_pass1_wl_mm = 5.40

[worst_hold_path]
holdCritPathClass = input pin to output port
## worst min-delay path, cell delays in order
cell	delay, ns
buf_6	0.07
fa_2	0.19
clkdlybuf4s50_1	0.46
## final timing paths
check,start,to,cells after the start
max,cin,sum[30],35
min,cin,sum[0],3
## cell type report
cell class | instances | share of cell area [%]
repair buffers | 97 | 51.9
inverters | 4 | 0.837
multi-input cells | 32 | 40.2
well taps | 102 | 7.11
## kinds of logic after synthesis
kind of cell	Yosys count
buffers and inverters	4
XOR/XNOR	1
adder cells (fa/ha/maj)	31
## layout by cell type, fill, tap and decap left out, drive strengths merged
cell            n
buf             9
clkdlybuf4s50  87
dlygate4sd2     1
fa             31
inv             4
xnor3           1
## through the flow
step                setup WS [ns]  utilization (%)  hold WS, ns  TNS, ns  cell area [um^2]
global placement            -2.04             23.5         7.73    -9.14              1830
floorplan                  -0.840                -         6.74    -2.23               736
CTS                         -1.36             23.0         7.33    -4.72              1790
detailed placement          -2.05             23.5         7.71    -9.22              1830
global route                -1.55             23.0         7.35    -5.79              1790
finish                      -1.28             23.0         7.32    -4.32              1790
## metal layers
metal  part of all wire [%]  vias to the layer above  global-route usage (%)
met5                      0                        -                       0
met2                     39                       94                    9.61
li1                       -                      299                       -
met4                      0                        0                       0
met3                     30                        0                    5.70
met1                     31                      341                    6.27
## power by group through the flow
stage	combinational [uW]	clock (uW)	sequential (uW)
after CTS	67.5	0	0
after global routing	73.5	0	0
final	65.0	0	0
## what timing repair did
item,in CTS,in global routing
setup endpoints to repair,8,6
buffers inserted,0,0
pin swaps,2,1
gates resized,34,1
No activity file was given, so power comes from the tool's default toggle rates.
